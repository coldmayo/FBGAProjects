**./run.sh**
```bash
#!/bin/bash
# OpenROAD 26Q1-2900-gdf79404cd8, Yosys 0.63+post, stock flow scripts
make -C /OpenROAD-flow-scripts/flow DESIGN_CONFIG=/design/flow/config.mk WORK_HOME=/design/flow/orfs finish
```
**./config.mk**
```make
export PLATFORM = sky130hd
export DESIGN_NAME = reg_interface_debug_3
export DESIGN_NICKNAME = reg_interface_debug_3
export VERILOG_FILES = /design/flow/design.v
export SDC_FILE = /design/flow/constraint.sdc
export NUM_CORES = 4
export LEC_CHECK = 1
export CORE_UTILIZATION = 50
export SYNTH_MEMORY_MAX_BITS = 65536
```
**./constraint.sdc**
```tcl
current_design reg_interface_debug_3

set clk_period 1635.8
set clk_io_pct 0.2

create_clock -name clk0 -period $clk_period [get_ports {clk}]

set non_clock_inputs [all_inputs -no_clocks]
set_input_delay [expr $clk_period * $clk_io_pct] -clock clk0 $non_clock_inputs
set_output_delay [expr $clk_period * $clk_io_pct] -clock clk0 [all_outputs]
```
**./design.v**
```verilog
module reg_interface_9 (
    input clk,
    input rst,
    input [7:0] rx_data,
    input new_rx_data,
    output reg [7:0] tx_data,
    output reg new_tx_data,
    input tx_busy,
    output reg [65:0] regOut,
    input [32:0] regIn
  );
  localparam CLK_FREQ = 26'h2faf080;
  localparam IDLE_state = 3'd0;
  localparam GET_ADDR_state = 3'd1;
  localparam WRITE_state = 3'd2;
  localparam REQUEST_WRITE_state = 3'd3;
  localparam REQUEST_READ_state = 3'd4;
  localparam WAIT_READ_state = 3'd5;
  localparam READ_RESULT_state = 3'd6;
  reg [2:0] M_state_d, M_state_q = IDLE_state;
  reg [5:0] M_addr_ct_d, M_addr_ct_q = 1'h0;
  reg [1:0] M_byte_ct_d, M_byte_ct_q = 1'h0;
  reg M_inc_d, M_inc_q = 1'h0;
  reg M_wr_d, M_wr_q = 1'h0;
  reg [23:0] M_timeout_d, M_timeout_q = 1'h0;
  reg [31:0] M_addr_d, M_addr_q = 1'h0;
  reg [31:0] M_data_d, M_data_q = 1'h0;
  always @* begin
    M_state_d = M_state_q;
    M_byte_ct_d = M_byte_ct_q;
    M_inc_d = M_inc_q;
    M_addr_ct_d = M_addr_ct_q;
    M_data_d = M_data_q;
    M_addr_d = M_addr_q;
    M_wr_d = M_wr_q;
    M_timeout_d = M_timeout_q;
    regOut[0+0-:1] = 1'h0;
    regOut[1+0-:1] = 1'bx;
    regOut[2+31-:32] = M_addr_q;
    regOut[34+31-:32] = M_data_q;
    tx_data = 1'bx;
    new_tx_data = 1'h0;
    M_timeout_d = M_timeout_q + 1'h1;
    if (new_rx_data) begin
      M_timeout_d = 1'h0;
    end
    case (M_state_q)
      IDLE_state: begin
        M_timeout_d = 1'h0;
        M_byte_ct_d = 1'h0;
        if (new_rx_data) begin
          M_wr_d = rx_data[7+0-:1];
          M_inc_d = rx_data[6+0-:1];
          M_addr_ct_d = rx_data[0+5-:6];
          M_state_d = GET_ADDR_state;
        end
      end
      GET_ADDR_state: begin
        if (new_rx_data) begin
          M_addr_d = {rx_data, M_addr_q[8+23-:24]};
          M_byte_ct_d = M_byte_ct_q + 1'h1;
          if (M_byte_ct_q == 2'h3) begin
            if (M_wr_q) begin
              M_state_d = WRITE_state;
            end else begin
              M_state_d = REQUEST_READ_state;
            end
          end
        end
      end
      WRITE_state: begin
        if (new_rx_data) begin
          M_data_d = {rx_data, M_data_q[8+23-:24]};
          M_byte_ct_d = M_byte_ct_q + 1'h1;
          if (M_byte_ct_q == 2'h3) begin
            M_state_d = REQUEST_WRITE_state;
          end
        end
      end
      REQUEST_WRITE_state: begin
        regOut[0+0-:1] = 1'h1;
        regOut[1+0-:1] = 1'h1;
        M_addr_ct_d = M_addr_ct_q - 1'h1;
        if (M_addr_ct_q == 1'h0) begin
          M_state_d = IDLE_state;
        end else begin
          M_state_d = WRITE_state;
          if (M_inc_q) begin
            M_addr_d = M_addr_q + 1'h1;
          end
        end
      end
      REQUEST_READ_state: begin
        regOut[0+0-:1] = 1'h1;
        regOut[1+0-:1] = 1'h0;
        if (regIn[32+0-:1]) begin
          M_data_d = regIn[0+31-:32];
          M_state_d = READ_RESULT_state;
        end else begin
          M_state_d = WAIT_READ_state;
        end
      end
      WAIT_READ_state: begin
        if (regIn[32+0-:1]) begin
          M_data_d = regIn[0+31-:32];
          M_state_d = READ_RESULT_state;
        end
      end
      READ_RESULT_state: begin
        M_timeout_d = 1'h0;
        if (!tx_busy) begin
          tx_data = M_data_q[0+7-:8];
          M_data_d = M_data_q >> 4'h8;
          new_tx_data = 1'h1;
          M_byte_ct_d = M_byte_ct_q + 1'h1;
          if (M_byte_ct_q == 2'h3) begin
            M_addr_ct_d = M_addr_ct_q - 1'h1;
            if (M_addr_ct_q == 1'h0) begin
              M_state_d = IDLE_state;
            end else begin
              M_state_d = REQUEST_READ_state;
              if (M_inc_q) begin
                M_addr_d = M_addr_q + 1'h1;
              end
            end
          end
        end
      end
    endcase
    if ((&M_timeout_q)) begin
      M_state_d = IDLE_state;
    end
  end
  always @(posedge clk) begin
    M_addr_ct_q <= M_addr_ct_d;
    M_byte_ct_q <= M_byte_ct_d;
    M_inc_q <= M_inc_d;
    M_wr_q <= M_wr_d;
    M_timeout_q <= M_timeout_d;
    M_addr_q <= M_addr_d;
    M_data_q <= M_data_d;
    if (rst == 1'b1) begin
      M_state_q <= 1'h0;
    end else begin
      M_state_q <= M_state_d;
    end
  end
endmodule
module reg_interface_debug_3 (
    input clk,
    input rst,
    input [7:0] rx_data,
    input new_rx_data,
    output reg [7:0] tx_data,
    output reg new_tx_data,
    input tx_busy,
    output reg [65:0] regOut,
    input [32:0] regIn,
    input [31:0] debug
  );
  localparam CLK_FREQ = 26'h2faf080;
  localparam DATA_WIDTH = 6'h20;
  localparam CAPTURE_DEPTH = 9'h100;
  localparam NONCE = 1'h0;
  localparam BASE_ADDR = 32'hfffffff0;
  wire [8-1:0] M_reg_interface_tx_data;
  wire [1-1:0] M_reg_interface_new_tx_data;
  wire [66-1:0] M_reg_interface_regOut;
  reg [8-1:0] M_reg_interface_rx_data;
  reg [1-1:0] M_reg_interface_new_rx_data;
  reg [1-1:0] M_reg_interface_tx_busy;
  reg [33-1:0] M_reg_interface_regIn;
  reg_interface_9 reg_interface (
    .clk(clk),
    .rst(rst),
    .rx_data(M_reg_interface_rx_data),
    .new_rx_data(M_reg_interface_new_rx_data),
    .tx_busy(M_reg_interface_tx_busy),
    .regIn(M_reg_interface_regIn),
    .tx_data(M_reg_interface_tx_data),
    .new_tx_data(M_reg_interface_new_tx_data),
    .regOut(M_reg_interface_regOut)
  );
  wire [33-1:0] M_wave_capture_regOut;
  reg [66-1:0] M_wave_capture_regIn;
  reg [32-1:0] M_wave_capture_data;
  wave_capture_10 wave_capture (
    .clk(clk),
    .rst(rst),
    .regIn(M_wave_capture_regIn),
    .data(M_wave_capture_data),
    .regOut(M_wave_capture_regOut)
  );
  reg [65:0] regOutMod;
  always @* begin
    M_wave_capture_regIn = M_reg_interface_regOut;
    M_wave_capture_data = debug;
    regOutMod = M_reg_interface_regOut;
    if (regOutMod[2+31-:32] >= 32'hfffffff0) begin
      regOutMod[0+0-:1] = 1'h0;
    end
    M_reg_interface_rx_data = rx_data;
    M_reg_interface_new_rx_data = new_rx_data;
    tx_data = M_reg_interface_tx_data;
    new_tx_data = M_reg_interface_new_tx_data;
    M_reg_interface_tx_busy = tx_busy;
    regOut = regOutMod;
    M_reg_interface_regIn = M_wave_capture_regOut[32+0-:1] ? M_wave_capture_regOut : regIn;
  end
endmodule
module simple_dual_ram_11 #(
    parameter SIZE = 8,                 
    parameter DEPTH = 8                 
  )(
    input wclk,                         
    input [$clog2(DEPTH)-1:0] waddr,    
    input [SIZE-1:0] write_data,        
    input write_en,                     
    input rclk,                         
    input [$clog2(DEPTH)-1:0] raddr,    
    output reg [SIZE-1:0] read_data     
  );
  reg [SIZE-1:0] mem [DEPTH-1:0];       
  always @(posedge wclk) begin
    if (write_en)                       
      mem[waddr] <= write_data;         
  end
  always @(posedge rclk) begin
    read_data <= mem[raddr];            
  end
endmodule
module wave_capture_10 (
    input clk,
    input rst,
    input [65:0] regIn,
    output reg [32:0] regOut,
    input [31:0] data
  );
  localparam DATA_WIDTH = 6'h20;
  localparam CAPTURE_DEPTH = 9'h100;
  localparam BASE_ADDR = 32'hfffffff0;
  localparam NONCE = 1'h0;
  localparam VERSION = 32'h00000002;
  localparam SUB_SECTIONS = 1'h1;
  localparam IDLE_state = 2'd0;
  localparam ARMED_state = 2'd1;
  localparam FIRED_state = 2'd2;
  localparam CAPTURED_state = 2'd3;
  reg [1:0] M_state_d, M_state_q = IDLE_state;
  reg [7:0] M_raddr_d, M_raddr_q = 1'h0;
  reg [7:0] M_waddr_d, M_waddr_q = 1'h0;
  reg [31:0] M_data_old_d, M_data_old_q = 1'h0;
  reg [127:0] M_trigger_type_d, M_trigger_type_q = 1'h0;
  reg [4:0] M_trigger_index_d, M_trigger_index_q = 1'h0;
  reg [0:0] M_sub_idx_d, M_sub_idx_q = 1'h0;
  wire [32-1:0] M_ram_read_data;
  reg [8-1:0] M_ram_waddr;
  reg [32-1:0] M_ram_write_data;
  reg [1-1:0] M_ram_write_en;
  reg [8-1:0] M_ram_raddr;
  simple_dual_ram_11 #(.SIZE(6'h20), .DEPTH(9'h100)) ram (
    .rclk(clk),
    .wclk(clk),
    .waddr(M_ram_waddr),
    .write_data(M_ram_write_data),
    .write_en(M_ram_write_en),
    .raddr(M_ram_raddr),
    .read_data(M_ram_read_data)
  );
  integer i;
  reg triggered;
  always @* begin
    M_state_d = M_state_q;
    M_trigger_index_d = M_trigger_index_q;
    M_data_old_d = M_data_old_q;
    M_trigger_type_d = M_trigger_type_q;
    M_raddr_d = M_raddr_q;
    M_sub_idx_d = M_sub_idx_q;
    M_waddr_d = M_waddr_q;
    M_ram_waddr = M_waddr_q;
    M_ram_raddr = M_raddr_q;
    M_ram_write_data = data;
    M_ram_write_en = 1'h0;
    regOut[0+31-:32] = 32'bxxxxxxxxxxxxxxxxxxxxxxxxxxxxxxxx;
    regOut[32+0-:1] = 1'h0;
    M_data_old_d = data;
    case (M_state_q)
      ARMED_state: begin
        triggered = 1'h1;
        for (i = 1'h0; i < 6'h20; i = i + 1) begin
          triggered = triggered & ((M_trigger_type_q[(i)*4+0+0-:1] && M_data_old_q[(i)*1+0-:1] == 1'h0 && data[(i)*1+0-:1] == 1'h1) || (M_trigger_type_q[(i)*4+1+0-:1] && M_data_old_q[(i)*1+0-:1] == 1'h1 && data[(i)*1+0-:1] == 1'h0) || (M_trigger_type_q[(i)*4+2+0-:1] && data[(i)*1+0-:1] == 1'h0) || (M_trigger_type_q[(i)*4+3+0-:1] && data[(i)*1+0-:1] == 1'h1) || M_trigger_type_q[(i)*4+3-:4] == 4'h0);
        end
        if (triggered) begin
          M_ram_write_en = 1'h1;
          M_state_d = FIRED_state;
          M_waddr_d = M_waddr_q + 1'h1;
        end
      end
      FIRED_state: begin
        M_waddr_d = M_waddr_q + 1'h1;
        M_ram_write_en = 1'h1;
        if (M_waddr_q == 10'h0ff) begin
          M_state_d = CAPTURED_state;
        end
      end
    endcase
    if (regIn[0+0-:1]) begin
      if (regIn[1+0-:1]) begin
        case (regIn[2+31-:32])
          32'hfffffff0: begin
            if (regIn[34+31-:32] == 32'h00000001) begin
              M_state_d = ARMED_state;
              M_waddr_d = 1'h0;
              M_raddr_d = 1'h0;
            end else begin
              if (regIn[34+31-:32] == 32'h00000002) begin
                M_state_d = FIRED_state;
                M_waddr_d = 1'h0;
                M_raddr_d = 1'h0;
              end
            end
          end
          33'h0fffffff4: begin
            M_trigger_index_d = regIn[34+0+4-:5];
          end
          33'h0fffffff5: begin
            M_trigger_type_d[(M_trigger_index_q)*4+3-:4] = regIn[34+0+3-:4];
          end
        endcase
      end else begin
        regOut[32+0-:1] = 1'h1;
        case (regIn[2+31-:32])
          32'hfffffff0: begin
            regOut[0+31-:32] = {M_raddr_q == 9'h100, M_state_q == CAPTURED_state, M_state_q == FIRED_state, M_state_q == ARMED_state};
          end
          33'h0fffffff1: begin
            if (1'h0) begin
              regOut[0+31-:32] = M_ram_read_data[(M_sub_idx_q * 6'h20)*1+31-:32];
              M_sub_idx_d = M_sub_idx_q + 1'h1;
              if (M_sub_idx_q == 2'h0) begin
                M_sub_idx_d = 1'h0;
                M_raddr_d = M_raddr_q + 1'h1;
              end
            end else begin
              regOut[0+31-:32] = M_ram_read_data;
              M_raddr_d = M_raddr_q + 1'h1;
            end
          end
          33'h0fffffff2: begin
            regOut[0+31-:32] = 6'h20;
          end
          33'h0fffffff3: begin
            regOut[0+31-:32] = 9'h100;
          end
          33'h0fffffff4: begin
            regOut[0+31-:32] = M_trigger_index_q;
          end
          33'h0fffffff5: begin
            regOut[0+31-:32] = M_trigger_type_q[(M_trigger_index_q)*4+3-:4];
          end
          33'h0fffffffe: begin
            regOut[0+31-:32] = 1'h0;
          end
          33'h0ffffffff: begin
            regOut[0+31-:32] = 32'h00000002;
          end
          default: begin
            regOut[32+0-:1] = 1'h0;
          end
        endcase
      end
    end
  end
  always @(posedge clk) begin
    M_raddr_q <= M_raddr_d;
    M_waddr_q <= M_waddr_d;
    M_data_old_q <= M_data_old_d;
    M_trigger_type_q <= M_trigger_type_d;
    M_trigger_index_q <= M_trigger_index_d;
    M_sub_idx_q <= M_sub_idx_d;
    if (rst == 1'b1) begin
      M_state_q <= 1'h0;
    end else begin
      M_state_q <= M_state_d;
    end
  end
endmodule
```
==> flow_summary.toml <==
# implementation run metrics
[power]
power_frac_comb_pct = 2.1
peakVddDrop_mv = 0.00112
switchingPower_uw = 90.3
seqPwrFrac_pct = 55.5
leakage_uw = 0.120
power.internal_uw = 343
switching_share_pct = 20.8
pwr-share-clk_pct = 42.4
power_density_nw_per_um2 = 1.16

[critical_path]
critPathKind = "primary input to primary output"
end_kind = "primary output"
critPathRequiredTime_ps = 1308640
crit_fanout = 7
start_kind = "primary input"
crit_arrival_ps = 329150

[min_path]
hold_path.class = "flop to flop"

[sta]
finalSetupViolCount = 0
rsz0062_at_grt = "false"
maxSlewViolCount = 4
fin_tns_setup_ps = 0
fin_crit_sh_pct = 40.1
clock_skew_ps = 88.7
worst_slew_pin_slew_ps = 1530
relSlewSlack_pct = -2.39
hold_viol_final = 0
max_freq_ghz = 0.00152
holdWs_ps = 442
min_period_ps = 656310

[synthesis]
avgSynthCellArea_um2 = 21.7
edf_count = 8407
synthCells = 15100
ys_cells = 15100
ys.flop_type = "edfxtp_1"
synth_flops = 8508
ys_types = 73
synthArstFlopShare_pct = 0
yosysWarnings = 4
syn-cell-area_um2 = 327000
ys_seq_share_pct = 77.7
ys_area_um2 = 327000

[drt]
drc_errors = 0
drtIter0Drc = 12700
first_pass_iters = 6
antenna_left = 0
routed_wl_um = 1050000
num_vias = 165000
via_per_inst = 6.38
wl_per_cell_um = 40.6

[finish]
area_delta_synth_final_pct = 14.1
drive_above_1_share_pct = 27.4
final_cells = 25800
utilization_pct = 57.4

[placement]
dp_hpwl_um = 665000
io_buffers = 151
dp.cells = 24100
gp_congestion = 1.00

[die]
rows = 296
initial_core_util_pct = 50.3
die.size.y_um = 811
core_area_um2 = 651000
ios = 152
fp.dieW_um = 811
die_area_um2 = 658000

[outcome]
status = "finished with violations"
violations = "capacitance limit, slew limit"

[global_route]
grt_pass1_wl_um = 1430000
antenna_found_initial = 94
grt_overflow = 0
first_global_vias = 177000
grt_max_degree = 120
grt.total_usage_pct = 36.4

[clock_network]
ctsLongestPathBuffers = 4
cts_max_level = 6
cts_resized = 0
cts_tree = "done"
numCtsBuffers = 839
clkTransAtPathRegs_ps = 60
cts_root_buf = "clkbuf_16"
clock_latency_ps = 1200
postCtsSetupRepairBufs = 0
cts.sinks = 8508
cts_hold_buffers = 0

[flow_run]
cap_violations = 1
tool_warnings = 48
cell families after synthesis:
| kind of cell | Yosys count | share of synthesized area (%) |
|---|---|---|
| AND/OR/NAND/NOR | 1411 | 2.03 |
| adder cells (fa/ha/maj) | 19 | 0.0718 |
| XOR/XNOR | 64 | 0.171 |
| buffers and inverters | 885 | 1.18 |
| flip-flops | 8508 | 77.7 |
| multiplexers | 2679 | 15.6 |
| AND-OR/OR-AND | 1535 | 3.24 |
cell usage in the layout (no fill, tap or decap), types with 72 or more instances in the layout:
| cell | instances |
|---|---|
| edfxtp_1 | 8407 |
| mux4_2 | 1923 |
| buf_4 | 1077 |
| clkbuf_16 | 846 |
| mux2i_1 | 609 |
| nand2_1 | 384 |
| a22oi_1 | 350 |
| nor2_4 | 264 |
| a21oi_1 | 261 |
| clkinv_1 | 236 |
| clkbuf_1 | 211 |
| o22ai_1 | 197 |
| o21ai_0 | 164 |
| nor2_1 | 154 |
| mux2_2 | 147 |
| diode_2 | 144 |
| a221oi_1 | 139 |
| clkinv_2 | 139 |
| nor3_1 | 138 |
| clkdlybuf4s50_1 | 119 |
| nand3_1 | 103 |
| dfxtp_1 | 101 |
| nor2b_1 | 74 |
| a22o_1 | 73 |
| a211oi_1 | 72 |
synth_stat cells (19+ instances only):
master     instances  area [um^2]
o21ai_0          173          866
mux2_2           147         1660
buf_4             67          503
mux4_2          1923        43300
nor4b_1           25          219
buf_2            243         1220
a2111oi_0         54          473
o31ai_1           20          150
and3_1            26          163
a211oi_1          73          548
dfxtp_1          101         2020
a221oi_1         141         1230
nor2b_1           81          507
nor2_1           419         1570
o22ai_1          201         1260
or3_1             19          119
buf_1             91          342
or4_1             34          255
nor3_1           145          726
a31oi_1           31          194
a22o_1            73          639
nand2b_1          19          119
xor2_1            38          333
inv_1             30          113
nand2_1          397         1490
nor4_1            49          307
a22oi_1          350         2630
nand3_1          103          515
a21oi_1          268         1340
mux2i_1          609         6100
nand4_1           27          169
and2_1            34          213
clkbuf_1         447         1680
xnor2_1           26          228
edfxtp_1        8407       252000
o211ai_1          41          308
cell type report:
type	count	area [um^2]
Clock inverter	485	3990
Multi-Input combinational cell	5708	71600
Timing Repair Buffer	1251	10200
Antenna cell	144	360
Inverter	37	154
Fill cell	46600	277000
Clock buffer	1058	22000
Sequential cell	8508	254000
Tap cell	8642	10800
layer usage:
metal	up-vias	wire length, um	track usage, %
met5	-	7340	10.4
met3	2102	232000	33.5
met2	12200	455000	47.1
met1	83500	291000	42.6
li1	66900	-	-
met4	135	62400	15.1
metrics by stage:
step	total power [uW]	setup slack [ps]	instance area (um^2)
floorplan	247	980880	327000
global placement	254	979490	347000
detailed placement	254	979460	347000
CTS	436	979450	373000
global route	444	979350	374000
finish	434	979490	374000
path summary, 6_finish.rpt:
check / start / end / slack, ps / cells after the start
worst max-delay path: tx_busy / tx_data[2] / 979490 / 5
worst min-delay path: reg_interface.M_timeout_q[0] / reg_interface.M_timeout_q[0] / 440 / 1
worst max register to register: wave_capture.M_raddr_q[1] / wave_capture.ram.read_data[4] / 1628160 / 12
worst min register to register: reg_interface.M_timeout_q[0] / reg_interface.M_timeout_q[0] / 440 / 1
registers in the layout, summed over array words and instances, names as in the netlist, 6 cells and up:
register / flops
reg_interface.M_addr_ct_q: 6
wave_capture.M_raddr_q: 8
wave_capture.M_waddr_q: 8
reg_interface.M_addr_q: 32
reg_interface.M_timeout_q: 24
reg_interface.M_data_q: 32
wave_capture.ram.mem: 8192
wave_capture.M_data_old_q: 32
wave_capture.M_trigger_type_q: 128
wave_capture.ram.read_data: 32
critical path, cell delays in order:
cell and delay (ps):
clkdlybuf4s50_1 440, nor3b_1 680, buf_4 280, and2_1 140
clkdlybuf4s50_1 460
power by group through the flow:
stage | clock network, uW | registers (uW) | logic (uW)
finish | 184 | 241 | 8.97
CTS | 186 | 241 | 8.81
global route | 194 | 241 | 9.53
Power is estimated from default activity; no workload was simulated.
