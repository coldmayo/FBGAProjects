===== /design/flow/run.sh =====
#!/bin/bash
# OpenROAD 26Q1-2900-gdf79404cd8, Yosys 0.63+post, stock flow scripts
make -C /OpenROAD-flow-scripts/flow DESIGN_CONFIG=/design/flow/config.mk WORK_HOME=/design/flow/orfs finish

===== /design/flow/config.mk =====
export PLATFORM = sky130hd
export DESIGN_NAME = avr_interface_2
export DESIGN_NICKNAME = avr_interface_2
export VERILOG_FILES = /design/flow/design.v
export SDC_FILE = /design/flow/constraint.sdc
export NUM_CORES = 4
export LEC_CHECK = 1
export CORE_UTILIZATION = 30

===== /design/flow/constraint.sdc =====
current_design avr_interface_2

set clk_period 5.0
set clk_io_pct 0.2

create_clock -name clk0 -period $clk_period [get_ports {clk}]

set non_clock_inputs [all_inputs -no_clocks]
set_input_delay [expr $clk_period * $clk_io_pct] -clock clk0 $non_clock_inputs
set_output_delay [expr $clk_period * $clk_io_pct] -clock clk0 [all_outputs]

===== /design/flow/design.v =====
module avr_interface_2 (
    input clk,
    input rst,
    input cclk,
    output reg spi_miso,
    input spi_mosi,
    input spi_sck,
    input spi_ss,
    output reg [3:0] spi_channel,
    output reg tx,
    input rx,
    input [3:0] channel,
    output reg new_sample,
    output reg [9:0] sample,
    output reg [3:0] sample_channel,
    input [7:0] tx_data,
    input new_tx_data,
    output reg tx_busy,
    input tx_block,
    output reg [7:0] rx_data,
    output reg new_rx_data
  );
  localparam CLK_FREQ = 26'h2faf080;
  localparam BAUD = 19'h7a120;
  reg n_rdy;
  wire [1-1:0] M_cclk_detector_ready;
  reg [1-1:0] M_cclk_detector_cclk;
  cclk_detector_5 cclk_detector (
    .clk(clk),
    .rst(rst),
    .cclk(M_cclk_detector_cclk),
    .ready(M_cclk_detector_ready)
  );
  wire [1-1:0] M_spi_slave_miso;
  wire [1-1:0] M_spi_slave_done;
  wire [8-1:0] M_spi_slave_data_out;
  reg [1-1:0] M_spi_slave_ss;
  reg [1-1:0] M_spi_slave_mosi;
  reg [1-1:0] M_spi_slave_sck;
  reg [8-1:0] M_spi_slave_data_in;
  spi_slave_6 spi_slave (
    .clk(clk),
    .rst(n_rdy),
    .ss(M_spi_slave_ss),
    .mosi(M_spi_slave_mosi),
    .sck(M_spi_slave_sck),
    .data_in(M_spi_slave_data_in),
    .miso(M_spi_slave_miso),
    .done(M_spi_slave_done),
    .data_out(M_spi_slave_data_out)
  );
  wire [8-1:0] M_uart_rx_data;
  wire [1-1:0] M_uart_rx_new_data;
  reg [1-1:0] M_uart_rx_rx;
  uart_rx_7 uart_rx (
    .clk(clk),
    .rst(n_rdy),
    .rx(M_uart_rx_rx),
    .data(M_uart_rx_data),
    .new_data(M_uart_rx_new_data)
  );
  wire [1-1:0] M_uart_tx_tx;
  wire [1-1:0] M_uart_tx_busy;
  reg [1-1:0] M_uart_tx_block;
  reg [8-1:0] M_uart_tx_data;
  reg [1-1:0] M_uart_tx_new_data;
  uart_tx_8 uart_tx (
    .clk(clk),
    .rst(n_rdy),
    .block(M_uart_tx_block),
    .data(M_uart_tx_data),
    .new_data(M_uart_tx_new_data),
    .tx(M_uart_tx_tx),
    .busy(M_uart_tx_busy)
  );
  reg M_newSampleReg_d, M_newSampleReg_q = 1'h0;
  reg [9:0] M_sampleReg_d, M_sampleReg_q = 1'h0;
  reg [3:0] M_sampleChannelReg_d, M_sampleChannelReg_q = 1'h0;
  reg [1:0] M_byteCt_d, M_byteCt_q = 1'h0;
  reg [3:0] M_block_d, M_block_q = 1'h0;
  reg M_busy_d, M_busy_q = 1'h0;
  always @* begin
    M_newSampleReg_d = M_newSampleReg_q;
    M_sampleChannelReg_d = M_sampleChannelReg_q;
    M_byteCt_d = M_byteCt_q;
    M_busy_d = M_busy_q;
    M_block_d = M_block_q;
    M_sampleReg_d = M_sampleReg_q;
    n_rdy = ~M_cclk_detector_ready;
    M_cclk_detector_cclk = cclk;
    M_spi_slave_sck = spi_sck;
    M_spi_slave_mosi = spi_mosi;
    M_spi_slave_data_in = 8'hff;
    M_spi_slave_ss = spi_ss;
    M_uart_rx_rx = rx;
    M_uart_tx_data = tx_data;
    M_uart_tx_new_data = new_tx_data;
    M_uart_tx_block = M_busy_q;
    M_block_d = {M_block_q[0+2-:3], tx_block};
    new_sample = M_newSampleReg_q;
    sample = M_sampleReg_q;
    sample_channel = M_sampleChannelReg_q;
    tx_busy = M_uart_tx_busy;
    rx_data = M_uart_rx_data;
    new_rx_data = M_uart_rx_new_data;
    spi_channel = M_cclk_detector_ready ? channel : 4'bzzzz;
    spi_miso = M_cclk_detector_ready && !spi_ss ? M_spi_slave_miso : 1'bz;
    tx = M_cclk_detector_ready ? M_uart_tx_tx : 1'bz;
    M_newSampleReg_d = 1'h0;
    if (M_block_q[3+0-:1] ^ M_block_q[2+0-:1]) begin
      M_busy_d = 1'h0;
    end
    if (!M_uart_tx_busy && new_tx_data) begin
      M_busy_d = 1'h1;
    end
    if (spi_ss) begin
      M_byteCt_d = 1'h0;
    end
    if (M_spi_slave_done) begin
      if (M_byteCt_q == 1'h0) begin
        M_sampleReg_d[0+7-:8] = M_spi_slave_data_out;
        M_byteCt_d = 1'h1;
      end else begin
        if (M_byteCt_q == 1'h1) begin
          M_sampleReg_d[8+1-:2] = M_spi_slave_data_out[0+1-:2];
          M_sampleChannelReg_d = M_spi_slave_data_out[4+3-:4];
          M_byteCt_d = 2'h2;
          M_newSampleReg_d = 1'h1;
        end
      end
    end
  end
  always @(posedge clk) begin
    M_block_q <= M_block_d;
    M_busy_q <= M_busy_d;
    if (n_rdy == 1'b1) begin
      M_newSampleReg_q <= 1'h0;
      M_sampleReg_q <= 1'h0;
      M_sampleChannelReg_q <= 1'h0;
      M_byteCt_q <= 1'h0;
    end else begin
      M_newSampleReg_q <= M_newSampleReg_d;
      M_sampleReg_q <= M_sampleReg_d;
      M_sampleChannelReg_q <= M_sampleChannelReg_d;
      M_byteCt_q <= M_byteCt_d;
    end
  end
endmodule
module cclk_detector_5 (
    input clk,
    input rst,
    input cclk,
    output reg ready
  );
  localparam CLK_FREQ = 26'h2faf080;
  localparam CTR_SIZE = 4'he;
  reg [13:0] M_ctr_d, M_ctr_q = 1'h0;
  always @* begin
    M_ctr_d = M_ctr_q;
    ready = (&M_ctr_q);
    if (cclk == 1'h0) begin
      M_ctr_d = 1'h0;
    end else begin
      if (!(&M_ctr_q)) begin
        M_ctr_d = M_ctr_q + 1'h1;
      end
    end
  end
  always @(posedge clk) begin
    if (rst == 1'b1) begin
      M_ctr_q <= 1'h0;
    end else begin
      M_ctr_q <= M_ctr_d;
    end
  end
endmodule
module spi_slave_6 (
    input clk,
    input rst,
    input ss,
    input mosi,
    output reg miso,
    input sck,
    output reg done,
    input [7:0] data_in,
    output reg [7:0] data_out
  );
  localparam CPOL = 1'h0;
  localparam CPHA = 1'h0;
  reg [2:0] M_bit_ct_d, M_bit_ct_q = 1'h0;
  reg [7:0] M_data_d, M_data_q = 1'h0;
  reg M_mosi_reg_d, M_mosi_reg_q = 1'h0;
  reg M_miso_reg_d, M_miso_reg_q = 1'h0;
  reg [1:0] M_sck_reg_d, M_sck_reg_q = 1'h0;
  reg M_ss_reg_d, M_ss_reg_q = 1'h0;
  reg [7:0] M_data_out_reg_d, M_data_out_reg_q = 1'h0;
  reg M_done_reg_d, M_done_reg_q = 1'h0;
  always @* begin
    M_sck_reg_d = M_sck_reg_q;
    M_mosi_reg_d = M_mosi_reg_q;
    M_done_reg_d = M_done_reg_q;
    M_ss_reg_d = M_ss_reg_q;
    M_data_d = M_data_q;
    M_bit_ct_d = M_bit_ct_q;
    M_data_out_reg_d = M_data_out_reg_q;
    M_miso_reg_d = M_miso_reg_q;
    miso = M_miso_reg_q;
    done = M_done_reg_q;
    data_out = M_data_out_reg_q;
    M_ss_reg_d = ss;
    M_mosi_reg_d = mosi;
    M_sck_reg_d = {M_sck_reg_q[0+0-:1], sck};
    M_done_reg_d = 1'h0;
    if (M_ss_reg_q) begin
      M_bit_ct_d = 3'h7;
      M_data_d = data_in;
      M_miso_reg_d = data_in[7+0-:1];
    end else begin
      if (M_sck_reg_q == 2'h1) begin
        M_data_out_reg_d[(M_bit_ct_q)*1+0-:1] = M_mosi_reg_q;
        M_bit_ct_d = M_bit_ct_q - 1'h1;
        if (M_bit_ct_q == 1'h0) begin
          M_done_reg_d = 1'h1;
          M_data_d = data_in;
        end
      end else begin
        if (M_sck_reg_q == 2'h2) begin
          M_miso_reg_d = M_data_q[(M_bit_ct_q)*1+0-:1];
        end
      end
    end
  end
  always @(posedge clk) begin
    M_mosi_reg_q <= M_mosi_reg_d;
    M_miso_reg_q <= M_miso_reg_d;
    M_sck_reg_q <= M_sck_reg_d;
    M_ss_reg_q <= M_ss_reg_d;
    M_data_out_reg_q <= M_data_out_reg_d;
    M_done_reg_q <= M_done_reg_d;
    if (rst == 1'b1) begin
      M_bit_ct_q <= 1'h0;
      M_data_q <= 1'h0;
    end else begin
      M_bit_ct_q <= M_bit_ct_d;
      M_data_q <= M_data_d;
    end
  end
endmodule
module uart_rx_7 (
    input clk,
    input rst,
    input rx,
    output reg [7:0] data,
    output reg new_data
  );
  localparam CLK_FREQ = 26'h2faf080;
  localparam BAUD = 19'h7a120;
  localparam CLK_PER_BIT = 28'h0000064;
  localparam CTR_SIZE = 3'h7;
  localparam IDLE_state = 2'd0;
  localparam WAIT_HALF_state = 2'd1;
  localparam WAIT_FULL_state = 2'd2;
  localparam WAIT_HIGH_state = 2'd3;
  reg [1:0] M_state_d, M_state_q = IDLE_state;
  reg [6:0] M_ctr_d, M_ctr_q = 1'h0;
  reg [2:0] M_bitCtr_d, M_bitCtr_q = 1'h0;
  reg [7:0] M_savedData_d, M_savedData_q = 1'h0;
  reg M_newData_d, M_newData_q = 1'h0;
  reg M_rxd_d, M_rxd_q = 1'h0;
  always @* begin
    M_state_d = M_state_q;
    M_newData_d = M_newData_q;
    M_bitCtr_d = M_bitCtr_q;
    M_savedData_d = M_savedData_q;
    M_rxd_d = M_rxd_q;
    M_ctr_d = M_ctr_q;
    M_rxd_d = rx;
    M_newData_d = 1'h0;
    data = M_savedData_q;
    new_data = M_newData_q;
    case (M_state_q)
      IDLE_state: begin
        M_bitCtr_d = 1'h0;
        M_ctr_d = 1'h0;
        if (M_rxd_q == 1'h0) begin
          M_state_d = WAIT_HALF_state;
        end
      end
      WAIT_HALF_state: begin
        M_ctr_d = M_ctr_q + 1'h1;
        if (M_ctr_q == 28'h0000032) begin
          M_ctr_d = 1'h0;
          M_state_d = WAIT_FULL_state;
        end
      end
      WAIT_FULL_state: begin
        M_ctr_d = M_ctr_q + 1'h1;
        if (M_ctr_q == 29'h00000063) begin
          M_savedData_d = {M_rxd_q, M_savedData_q[1+6-:7]};
          M_bitCtr_d = M_bitCtr_q + 1'h1;
          M_ctr_d = 1'h0;
          if (M_bitCtr_q == 3'h7) begin
            M_state_d = WAIT_HIGH_state;
            M_newData_d = 1'h1;
          end
        end
      end
      WAIT_HIGH_state: begin
        if (M_rxd_q == 1'h1) begin
          M_state_d = IDLE_state;
        end
      end
      default: begin
        M_state_d = IDLE_state;
      end
    endcase
  end
  always @(posedge clk) begin
    if (rst == 1'b1) begin
      M_state_q <= 1'h0;
    end else begin
      M_state_q <= M_state_d;
    end
    M_ctr_q <= M_ctr_d;
    M_bitCtr_q <= M_bitCtr_d;
    M_savedData_q <= M_savedData_d;
    M_newData_q <= M_newData_d;
    M_rxd_q <= M_rxd_d;
  end
endmodule
module uart_tx_8 (
    input clk,
    input rst,
    output reg tx,
    input block,
    output reg busy,
    input [7:0] data,
    input new_data
  );
  localparam CLK_FREQ = 26'h2faf080;
  localparam BAUD = 19'h7a120;
  localparam CLK_PER_BIT = 28'h0000064;
  localparam CTR_SIZE = 3'h7;
  localparam IDLE_state = 2'd0;
  localparam START_BIT_state = 2'd1;
  localparam DATA_state = 2'd2;
  localparam STOP_BIT_state = 2'd3;
  reg [1:0] M_state_d, M_state_q = IDLE_state;
  reg [6:0] M_ctr_d, M_ctr_q = 1'h0;
  reg [2:0] M_bitCtr_d, M_bitCtr_q = 1'h0;
  reg [7:0] M_savedData_d, M_savedData_q = 1'h0;
  reg M_txReg_d, M_txReg_q = 1'h0;
  reg M_blockFlag_d, M_blockFlag_q = 1'h0;
  always @* begin
    M_state_d = M_state_q;
    M_txReg_d = M_txReg_q;
    M_bitCtr_d = M_bitCtr_q;
    M_savedData_d = M_savedData_q;
    M_ctr_d = M_ctr_q;
    M_blockFlag_d = M_blockFlag_q;
    tx = M_txReg_q;
    busy = 1'h1;
    M_blockFlag_d = block;
    case (M_state_q)
      IDLE_state: begin
        M_txReg_d = 1'h1;
        if (!M_blockFlag_q) begin
          busy = 1'h0;
          M_bitCtr_d = 1'h0;
          M_ctr_d = 1'h0;
          if (new_data) begin
            M_savedData_d = data;
            M_state_d = START_BIT_state;
          end
        end
      end
      START_BIT_state: begin
        M_ctr_d = M_ctr_q + 1'h1;
        M_txReg_d = 1'h0;
        if (M_ctr_q == 29'h00000063) begin
          M_ctr_d = 1'h0;
          M_state_d = DATA_state;
        end
      end
      DATA_state: begin
        M_txReg_d = M_savedData_q[(M_bitCtr_q)*1+0-:1];
        M_ctr_d = M_ctr_q + 1'h1;
        if (M_ctr_q == 29'h00000063) begin
          M_ctr_d = 1'h0;
          M_bitCtr_d = M_bitCtr_q + 1'h1;
          if (M_bitCtr_q == 3'h7) begin
            M_state_d = STOP_BIT_state;
          end
        end
      end
      STOP_BIT_state: begin
        M_txReg_d = 1'h1;
        M_ctr_d = M_ctr_q + 1'h1;
        if (M_ctr_q == 29'h00000063) begin
          M_state_d = IDLE_state;
        end
      end
      default: begin
        M_state_d = IDLE_state;
      end
    endcase
  end
  always @(posedge clk) begin
    M_ctr_q <= M_ctr_d;
    M_bitCtr_q <= M_bitCtr_d;
    M_savedData_q <= M_savedData_d;
    M_txReg_q <= M_txReg_d;
    M_blockFlag_q <= M_blockFlag_d;
    if (rst == 1'b1) begin
      M_state_q <= 1'h0;
    end else begin
      M_state_q <= M_state_d;
    end
  end
endmodule

==> impl_table.tex <==
% Table of physical implementation metrics
\begin{tabular}{lr}
\hline
Metric & Value \\
\hline
\multicolumn{2}{l}{\textbf{Power and ir drop}} \\
Worst vdd ir & 0.1685 mV \\
Static Leak & 1.969 nW \\
Pwr Density & 314.4 nW/um\^{}2 \\
\multicolumn{2}{l}{\textbf{Synth}} \\
Max-area cell share & 0.3017 \\
Distinct cell type count after synthesis & 50 \\
Average cell area after synthesis & 10.95 um\^{}2 \\
\# Cells Yosys & 400 \\
Yosys aoi share & 0.06314 \\
Number of flops mapped to enable cells by yosys & 44 \\
Cell type with the highest aggregate area in the netlist & sky130\_fd\_sc\_hd\_\_edfxtp\_1 \\
Most frequently used cell type in the post-synthesis netlist & sky130\_fd\_sc\_hd\_\_nor2\_1 \\
Summed standard-cell area reported by yosys & 4379 um\^{}2 \\
Area fraction in xor and xnor cells & 0.04800 \\
Synth Register Bits & 98 \\
Portion of the post-synthesis area used by sequential elements & 0.5486 \\
Cells after synthesis & 400 \\
Mapped cell area & 4379 um\^{}2 \\
Number of warning messages in the yosys log & 8 \\
Logic family by area & simple AND/OR/NAND/NOR gates \\
Primary flip-flop cell chosen by synthesis mapping & sky130\_fd\_sc\_hd\_\_dfxtp\_1 \\
Ys async rst share & 0 \\
Mux frac, synth & 0.06171 \\
Main area contributors after synthesis & sky130\_fd\_sc\_hd\_\_edfxtp\_1, sky130\_fd\_sc\_hd\_\_dfxtp\_1, sky130\_fd\_sc\_hd\_\_ha\_1 \\
Synth Area in Adders & 0.06857 \\
Yosys simple share & 0.1794 \\
Synth top cells by count & sky130\_fd\_sc\_hd\_\_nor2\_1, sky130\_fd\_sc\_hd\_\_dfxtp\_1, sky130\_fd\_sc\_hd\_\_edfxtp\_1 \\
\multicolumn{2}{l}{\textbf{Die}} \\
Die extent in y & 122.8 um \\
Chip area & 15080 um\^{}2 \\
Io pins & 52 \\
Placement Rows & 43 \\
Std-Cell Core Area & 14040 um\^{}2 \\
Die width & 122.8 um \\
Starting Density & 0.3119 \\
\multicolumn{2}{l}{\textbf{Placed design}} \\
Final HPWL DP & 5193 um \\
Routability congestion estimate & 0.8001 \\
Count of port buffers added during placement & 43 \\
\multicolumn{2}{l}{\textbf{Clock tree}} \\
Reg clk slew, reported paths & 0.07 ns \\
Post-cts hold buffer count & 0 \\
Level count of the clock H-tree & 3 \\
Insertion delay to the later sink of the worst-skew pair & 0.35 ns \\
Number of sinks on the clock net & 98 \\
Root Buffer Master & sky130\_fd\_sc\_hd\_\_clkbuf\_16 \\
Clock tree from TritonCTS & yes \\
Number of buffers added for setup after CTS & 0 \\
Total clock buffers created by CTS & 9 \\
Clock Path Buffers & 2 \\
Cell resize tally after clock tree synthesis & 0 \\
\multicolumn{2}{l}{\textbf{Route}} \\
Post-Route WL & 7454 um \\
Post-detailed-route count of antenna-violating nets & 0 \\
Number of iterations in the first detailed-routing pass & 4 \\
DRC violation count after routing & 0 \\
Detailed-route vias per instance & 4.536 \\
Mean routed wirelength per cell & 11.89 um \\
N\_diodes & 0 \\
Iter 0 DRT Violations & 97 \\
Vias & 2844 \\
\multicolumn{2}{l}{\textbf{Status}} \\
Run status & completed \\
\multicolumn{2}{l}{\textbf{Worst setup path}} \\
Setup CP Type & flip-flop to flip-flop \\
Category of the worst setup path launch point & flip-flop \\
Biggest fanout along the worst timing path & 10 \\
Critical Path End Type & flip-flop \\
Critical path data required time & 5.10 ns \\
Arrival time at the worst endpoint & 3.22 ns \\
\multicolumn{2}{l}{\textbf{Global routing}} \\
Global-route congestion overflow total & 0 \\
Number of global-route vias before repair & 2696 \\
Aggregate global-route resource usage & 0.1077 \\
Maximum number of pins on one net before global-route repair & 29 \\
Wire length of the first global-routing pass & 12660 um \\
Number of antenna violations at the first check in global routing & 0 \\
\multicolumn{2}{l}{\textbf{STA}} \\
Final number of hold-violating endpoints & 0 \\
Worst clock skew & 0.009449 ns \\
Final-layout setup total negative slack & 0 ns \\
Transition at the pin with the smallest max-transition slack & 0.7121 ns \\
Final tally of setup violations & 0 \\
RSZ-0062 raised after global routing & false \\
Min cycle time layout & 3.116 ns \\
Maximum clock rate & 0.3209 GHz \\
Final max-slew violation count & 0 \\
Headroom to the max-slew limit & 0.5235 \\
Portion of the clock cycle consumed by the worst path in the final layout & 0.6232 \\
\multicolumn{2}{l}{\textbf{Flow run}} \\
Tool Warnings & 38 \\
Max-capacitance violation count & 0 \\
\multicolumn{2}{l}{\textbf{Layout}} \\
Core utilization of the finished layout & 0.3748 \\
Share of layout cells above drive strength 1 & 0.05817 \\
Area added between synthesis and finish & 20.17\% \\
\multicolumn{2}{l}{\textbf{Worst hold path}} \\
Classification of the worst-slack hold path & flip-flop to flip-flop \\
\hline
\end{tabular}
[layout make-up]
| cell class | instances | area, um^2 |
|---|---|---|
| flip-flops and latches | 98 | 2402 |
| clock inverters | 5 | 36.28 |
| clock buffers | 11 | 254.0 |
| repair buffers | 45 | 445.4 |
| fillers | 1309 | 8780 |
| well taps | 180 | 225.2 |
| multi-input cells | 273 | 1843 |
| inverters | 15 | 56.30 |
[report_power, final]
group	total, mW	internal, mW	switching [mW]	leakage (nW)
registers	0.885	0.866	0.0183	0.889
logic	0.0986	0.0523	0.0463	0.935
clock network	0.671	0.370	0.301	0.145
[per-stage QoR]
| step | hold WS [ns] | cell area (um^2) | power [mW] | setup slack [ns] | cells |
|---|---|---|---|---|---|
| finish | 0.3267 | 5263 | 1.655 | 1.884 | 627 |
| global route | 0.3383 | 5263 | 1.722 | 1.734 | 627 |
| detailed placement | 0.3121 | 4972 | 1.002 | 1.924 | 611 |
| floorplan | 0.3096 | 4379 | 0.9664 | 2.214 | 400 |
| CTS | 0.3295 | 5263 | 1.679 | 1.911 | 627 |
| global placement | 0.3147 | 4972 | 0.9996 | 1.979 | 611 |
[kinds of logic (layout without fill, tap and decap cells)]
kind of cell,Yosys count,in the layout
multiplexers,25,25
buffers and inverters,29,76
AND-OR/OR-AND,41,41
adder cells (fa/ha/maj),24,24
AND/OR/NAND/NOR,159,159
flip-flops,98,98
XOR/XNOR,24,24
[path summary, 6_finish.rpt]
kind	startpoint	to	slack, ns	depth (start not counted)
min	M_block_q[1]$_DFF_P_	M_block_q[2]$_DFF_P_	0.33	0
max	spi_slave.M_bit_ct_q[0]$_SDFFE_PN0P_	spi_slave.M_data_out_reg_q[4]$_DFFE_PP_	1.88	8
min reg2reg	M_block_q[1]$_DFF_P_	M_block_q[2]$_DFF_P_	0.33	0
max reg2reg	spi_slave.M_bit_ct_q[0]$_SDFFE_PN0P_	spi_slave.M_data_out_reg_q[4]$_DFFE_PP_	1.88	8
[flip-flops by register name (all words and copies together) (netlist names), 2 cells and up]
signal                      cells
M_sampleChannelReg_q            4
uart_rx.M_bitCtr_q              3
spi_slave.M_sck_reg_q           2
spi_slave.M_bit_ct_q            3
uart_rx.M_ctr_q                 7
M_byteCt_q                      2
M_block_q                       4
M_sampleReg_q                  10
uart_rx.M_state_q               2
uart_rx.M_savedData_q           8
uart_tx.M_bitCtr_q              3
uart_tx.M_state_q               2
spi_slave.M_data_out_reg_q      8
uart_tx.M_savedData_q           8
cclk_detector.M_ctr_q          14
uart_tx.M_ctr_q                 7
[placed cells by master, fill, tap and decap left out, drive strengths merged, types with 3 or more instances in the layout]
cell | Yosys | final
inv | 15 | 17
o21ai | 12 | 12
edfxtp | 44 | 44
o31ai | 3 | 3
clkinv | 0 | 3
clkbuf | 4 | 11
nand2 | 21 | 21
a21oi | 10 | 10
or3 | 3 | 3
nand3 | 10 | 10
xor2 | 13 | 13
and3 | 8 | 8
nor2b | 6 | 6
a211oi | 3 | 3
nand2b | 13 | 13
xnor2 | 11 | 11
mux2 | 3 | 3
a22o | 5 | 5
clkdlybuf4s50 | 0 | 43
nor2 | 67 | 67
and2 | 6 | 6
nor3 | 8 | 8
ha | 24 | 24
dfxtp | 54 | 54
mux2i | 21 | 21
[layer usage]
| metal | share of wire | track usage |
|---|---|---|
| met5 | 0 | 0 |
| met4 | 0.023 | 0.02287 |
| met3 | 0.045 | 0.02514 |
| met2 | 0.44 | 0.1587 |
| met1 | 0.49 | 0.1667 |
[critical path, cell delays in order (launching register included)]
cell,delay [ns]
sky130_fd_sc_hd__dfxtp_1,0.57
sky130_fd_sc_hd__inv_1,0.17
sky130_fd_sc_hd__ha_1,0.42
sky130_fd_sc_hd__nor3_1,0.21
sky130_fd_sc_hd__ha_1,0.31
sky130_fd_sc_hd__xnor2_1,0.20
sky130_fd_sc_hd__o31ai_4,0.28
sky130_fd_sc_hd__or3b_1,0.40
sky130_fd_sc_hd__mux2_4,0.30
Power is estimated from default activity; no workload was simulated.
