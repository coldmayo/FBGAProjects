`design/flow/design.v`:
```
module counter_6 (
    input clk,
    input rst,
    output reg [1:0] value
  );
  localparam SIZE = 2'h2;
  localparam DIV = 5'h10;
  localparam TOP = 4'h3;
  localparam UP = 1'h1;
  reg [17:0] M_ctr_d, M_ctr_q = 1'h0;
  localparam MAX_VALUE = 20'h3ffff;
  always @* begin
    M_ctr_d = M_ctr_q;
    value = M_ctr_q[16+1-:2];
    if (1'h1) begin
      M_ctr_d = M_ctr_q + 1'h1;
      if (1'h1 && M_ctr_q == 20'h3ffff) begin
        M_ctr_d = 1'h0;
      end
    end else begin
      M_ctr_d = M_ctr_q - 1'h1;
      if (1'h1 && M_ctr_q == 1'h0) begin
        M_ctr_d = 20'h3ffff;
      end
    end
  end
  always @(posedge clk) begin
    if (rst == 1'b1) begin
      M_ctr_q <= 1'h0;
    end else begin
      M_ctr_q <= M_ctr_d;
    end
  end
endmodule
module decoder_5 (
    input [1:0] in,
    output reg [3:0] out
  );
  localparam WIDTH = 2'h2;
  always @* begin
    out = 1'h0;
    out[(in)*1+0-:1] = 1'h1;
  end
endmodule
module digit_lut_1 (
    input [3:0] value,
    output reg [6:0] segs
  );
  always @* begin
    case (value)
      1'h0: begin
        segs = 7'h3f;
      end
      1'h1: begin
        segs = 7'h06;
      end
      2'h2: begin
        segs = 7'h5b;
      end
      2'h3: begin
        segs = 7'h4f;
      end
      3'h4: begin
        segs = 7'h66;
      end
      3'h5: begin
        segs = 7'h6d;
      end
      3'h6: begin
        segs = 7'h7d;
      end
      3'h7: begin
        segs = 7'h07;
      end
      4'h8: begin
        segs = 7'h7f;
      end
      4'h9: begin
        segs = 7'h67;
      end
      default: begin
        segs = 7'h67;
      end
    endcase
  end
endmodule
module multi_seg_display_4 (
    input clk,
    input rst,
    input [95:0] values,
    input [3:0] decimal,
    output reg [7:0] seg,
    output reg [3:0] sel
  );
  localparam DIGITS = 3'h4;
  localparam DIV = 5'h10;
  localparam DIGIT_BITS = 2'h2;
  wire [7-1:0] M_lut_segs;
  reg [4-1:0] M_lut_value;
  digit_lut_1 lut (
    .value(M_lut_value),
    .segs(M_lut_segs)
  );
  wire [4-1:0] M_digit_dec_out;
  reg [2-1:0] M_digit_dec_in;
  decoder_5 digit_dec (
    .in(M_digit_dec_in),
    .out(M_digit_dec_out)
  );
  wire [2-1:0] M_ctr_value;
  counter_6 ctr (
    .clk(clk),
    .rst(rst),
    .value(M_ctr_value)
  );
  always @* begin
    M_lut_value = values[(M_ctr_value)*24+23-:24];
    seg = {decimal[(M_ctr_value)*1+0-:1], M_lut_segs};
    M_digit_dec_in = M_ctr_value;
    sel = M_digit_dec_out;
  end
endmodule
```
`design/flow/run.sh`:
```
#!/bin/bash
# OpenROAD 26Q1-2900-gdf79404cd8, Yosys 0.63+post, stock flow scripts
make -C /OpenROAD-flow-scripts/flow DESIGN_CONFIG=/design/flow/config.mk WORK_HOME=/design/flow/orfs finish
```
`design/flow/config.mk`:
```
export PLATFORM = sky130hd
export DESIGN_NAME = multi_seg_display_4
export DESIGN_NICKNAME = multi_seg_display_4
export VERILOG_FILES = /design/flow/design.v
export SDC_FILE = /design/flow/constraint.sdc
export NUM_CORES = 4
export LEC_CHECK = 1
export CORE_AREA = 10 10 82 82
export DIE_AREA = 0 0 92 92
```
`design/flow/constraint.sdc`:
```
current_design multi_seg_display_4

set clk_period 2.8
set clk_io_pct 0.2

create_clock -name clk0 -period $clk_period [get_ports {clk}]

set non_clock_inputs [all_inputs -no_clocks]
set_input_delay [expr $clk_period * $clk_io_pct] -clock clk0 $non_clock_inputs
set_output_delay [expr $clk_period * $clk_io_pct] -clock clk0 [all_outputs]
```
==> flow_metrics.env <==
# yosys + openroad results
export IMPL_reg_largest_list="ctr.M_ctr_q (18)"
export IMPL_numPortBuffers=65
export IMPL_ctsRootBufferMaster="sky130_fd_sc_hd__clkbuf_8"
export IMPL_finalHoldViolations=0
export IMPL_max_clock_path_buffers=2
export IMPL_critical_path_max_stage_delay_ps=380
export IMPL_worstMarginPinSlew_ps=580
export IMPL_clock_latency_ps=240
export IMPL_wire_length_on_met1_mm=1.97
export IMPL_drcViolationCount=0
export IMPL_max_flop_register="ctr.M_ctr_q"
export IMPL_routed_wl_met3_um=184
export IMPL_num_rows=26
export IMPL_ctsHoldBuffers=0
export IMPL_drtAntennaViolNets=0
export IMPL_post_synth_cell_area_avg_um2=9.63
export IMPL_worst_r2r_setup_slack_ps=880
export IMPL_count_of_inserted_antenna_diode_cells=0
export IMPL_htree_num_levels=1
export IMPL_largest_reg_flops=18
export IMPL_cts_num_sinks=18
export IMPL_cts_tree="done"
export IMPL_via_per_inst=4.46
export IMPL_ioPinCount=114
export IMPL_critical_path_reg2reg_startpoint="ctr.M_ctr_q[2]"
export IMPL_areaGrowthSynthToFinish_pct=76.0
export IMPL_via_count_of_the_first_global_routing_pass=1427
export IMPL_syn_cell_area_mm2=0.00149
export IMPL_fill_cells=485
export IMPL_synth_seq_share=0.241
export IMPL_mostFrequentLayoutCells="sky130_fd_sc_hd__clkdlybuf4s50_1 (43), sky130_fd_sc_hd__buf_4 (29), sky130_fd_sc_hd__nor2_1 (21)"
export IMPL_yosysWarningCount=4
export IMPL_numPlacedInstances=311
export IMPL_post_detailed_routing_wire_length_mm=4.63
export IMPL_core_util_floorplan=0.294
export IMPL_synth_distinct_cells=33
export IMPL_antenna_violations_before_repair=0
export IMPL_power_density_mw_per_mm2=226
export IMPL_finClkSkew_ps=2.33
export IMPL_total_power_mw=0.595
export IMPL_synth_area_leader="sky130_fd_sc_hd__dfxtp_1"
export IMPL_worstPathArrival_ps=2370
export IMPL_enable_flop_cells=0
export IMPL_fraction_of_final_layout_cells_with_drive_strength_greater_than_1=0.367
export IMPL_critPathCaptureType="output port"
export IMPL_ys_area_mm2=0.00149
export IMPL_path_cells="inv_4 > ha_4 > buf_6 > mux4_2 > nand2_2 > o31a_1 > inv_2 > buf_6 > ha_4 > mux2_4 > nand2_2 > buf_2"
export IMPL_failing_checks="setup timing"
export IMPL_clk_transition_reported_paths_ps=60
export IMPL_critPathSlowestCell="sky130_fd_sc_hd__dfxtp_4"
export IMPL_post_dp_hpwl_mm=3.76
export IMPL_worst_path_max_fanout=6
export IMPL_detailedRoute_firstPassIterationCount=4
export IMPL_critical_path_top_delay_family="multiplexers"
export IMPL_worst_vdd_rail_ir_drop_v=0.000438
export IMPL_slew_viol_final=0
export IMPL_hold_path_class="reg2reg"
export IMPL_vias=1454
export IMPL_holdCritStartpoint="ctr.M_ctr_q[0]"
export IMPL_synth_ff_latch_count=18
export IMPL_globalRouteTotalUtil=0.108
export IMPL_layout_core_utilization=0.518
export IMPL_period_needed_ps=2930
export IMPL_grt_pass1_wl_mm=7.54
export IMPL_synth_main_ff_cell="sky130_fd_sc_hd__dfxtp_1"
export IMPL_chip_footprint_mm2=0.00846
export IMPL_grt_max_degree=17
export IMPL_grt_setup_unrepaired="true"
export IMPL_drt_iter0_drc=71
export IMPL_run_status="complete, but fails checks"
export IMPL_core_area_mm2=0.00507
export IMPL_globalplace_congestion=0.813
export IMPL_preCtsSetupSlack_ps=-524
export IMPL_die_height_um=92
export IMPL_holdPathEnd="ctr.M_ctr_q[0]"
export IMPL_route_detailed_wl_per_inst_um=14.2
export IMPL_layout_cells_non_filler=326
export IMPL_dr_wl_met2_mm=2.47
export IMPL_final_number_of_setup_violating_endpoints=6
export IMPL_placement_cell_area_mm2=0.00240
export IMPL_worstPathRequired_ps=2240
export IMPL_max_slew_margin_rel=0.610
export IMPL_p_leak_nw=1.05
export IMPL_critical_path_buf_inv_count=5
export IMPL_fmaxAchievable_mhz=341
export IMPL_worstRegToRegCells=4
export IMPL_timing_worst_setup_path_type="reg2out"
export IMPL_worst_hold_path_num_cells=1
export IMPL_cts_buffers_inserted=3
export IMPL_synthTopCellsByArea="sky130_fd_sc_hd__dfxtp_1 (24%), sky130_fd_sc_hd__ha_1 (11%), sky130_fd_sc_hd__mux4_1 (8.8%), sky130_fd_sc_hd__mux4_2 (6.0%), sky130_fd_sc_hd__nor2_1 (5.8%)"
export IMPL_routed_top_layer="met4"
export IMPL_proportion_of_register_bits_with_asynchronous_set_or_reset_after_synthesis=0
export IMPL_start_kind="flop"
export IMPL_number_of_standard_cells_reported_by_yosys=155
export IMPL_timing_final_ws_setup_ps=-130
export IMPL_rr_endpoint="ctr.M_ctr_q[2]"
export IMPL_die_width_um=92
export IMPL_cap_viol_max_count=0
export IMPL_yosys_area_top_type_share=0.241
export IMPL_log_warning_count=85
export IMPL_fin_area_mm2=0.00263
export IMPL_mostFrequentLayoutCell="sky130_fd_sc_hd__clkdlybuf4s50_1"
export IMPL_postSynthCellCount=155
export IMPL_grt_overflow_total=0
export IMPL_layout_worst_path_cycle_share=1.05
-- synthesized netlist by cell type, types with 4 or more instances --
cell type	count
sky130_fd_sc_hd__dfxtp_1	18
sky130_fd_sc_hd__ha_1	13
sky130_fd_sc_hd__inv_1	8
sky130_fd_sc_hd__mux2_2	7
sky130_fd_sc_hd__mux2i_1	6
sky130_fd_sc_hd__mux4_1	5
sky130_fd_sc_hd__mux4_2	4
sky130_fd_sc_hd__nand2_1	11
sky130_fd_sc_hd__nand3_1	11
sky130_fd_sc_hd__nor2_1	23
sky130_fd_sc_hd__o22ai_1	4
sky130_fd_sc_hd__xnor2_1	8
sky130_fd_sc_hd__xor2_1	9
-- what timing repair did --
action	4_1_cts	5_1_grt
setup buffers	9	4
pin swaps	14	9
setup endpoints to repair	7	7
gates cloned	0	0
endpoints found under the hold margin	0	0
gates resized	64	15
-- cell type report --
class | instances | area, µm² | area share
Multi-Input combinational cell | 124 | 1170 | 0.447
Timing Repair Buffer | 103 | 927 | 0.353
Sequential cell | 18 | 365 | 0.139
Inverter | 8 | 32.5 | 0.0124
Tap cell | 70 | 87.6 | 0.0333
Clock buffer | 3 | 41.3 | 0.0157
-- per-stage QoR --
step	setup TNS [ps]	hold slack, ps
floorplan	0	441
global placement	-3250	463
detailed placement	-3200	478
CTS	-322	491
global route	-1180	504
finish	-439	482
-- routing by layer --
layer / GRT usage / vias up
li1: - / 747
met1: 0.141 / 677
met2: 0.194 / 28
met3: 0.0206 / 2
met4: 0.00257 / 0
met5: 0 / -
-- power by group --
group	switching [mW]	total, mW	internal, mW	leakage, nW
Clock	0.0749	0.170	0.0952	0.0216
Sequential	0.00417	0.263	0.259	0.147
Combinational	0.0491	0.162	0.113	0.877
Total	0.128	0.595	0.467	1.05
-- worst max-delay path by stage --
stage	start	end	slack, ps	depth (start not counted)
6_report	ctr.M_ctr_q[16]	seg[0]	-130	12
5_1_grt	ctr.M_ctr_q[16]	seg[3]	-220	13
4_1_cts	ctr.M_ctr_q[16]	seg[3]	-90	11
-- cell families after synthesis --
kind of cell             count (synthesis)  share of synthesized area
AND/OR/NAND/NOR                         61                      0.194
multiplexers                            23                      0.251
flip-flops                              18                      0.241
XOR/XNOR                                17                     0.0998
buffers and inverters                   13                     0.0486
adder cells (fa/ha/maj)                 13                      0.109
AND-OR/OR-AND                           10                     0.0553
Power and IR drop assume default switching activity.
